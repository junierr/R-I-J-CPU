==> ./design.v <==
`timescale 1ns / 1ps
module ALU(
        input [3:0] ALU_OP,
        input [31:0] A,
        input [31:0] B,
        output reg [31:0] F,
        output ZF,
        output OF);
    parameter OP_AND = 4'b0000,
               OP_OR  = 4'b0001,
               OP_XOR = 4'b0010,
               OP_NOR = 4'b0011,
               OP_ADD = 4'b0100,
               OP_SUB = 4'b0101,
               OP_SLT = 4'b0110,
               OP_SLL = 4'b0111;
    reg C32;
    initial begin
        F  <= 32'b0;
        C32 <= 1'b0;
    end
    always @(*) begin
        case (ALU_OP)
            OP_AND: F <= A & B;
            OP_OR:  F <= A | B;
            OP_XOR: F <= A ^ B;
            OP_NOR: F <= ~(A ^ B);
            OP_ADD: {C32,F} <= A + B;
            OP_SUB: {C32,F} <= A - B;
            OP_SLT: F <= A < B;
            OP_SLL: F <= B << A;
        endcase
    end
    assign OF = A[31]^B[31]^F[31]^C32;
    assign ZF = ~(F[31] | F[30] | F[29] | F[28] | F[27] | F[26] | F[25] | F[24]
               | F[23] | F[22] | F[21] | F[20] | F[19] | F[18] | F[17] | F[16]
               | F[15] | F[14] | F[13] | F[12] | F[11] | F[10] |  F[9] |  F[8]
               |  F[7] |  F[6] |  F[5] |  F[4] |  F[3] |  F[2] |  F[1] |  F[0]);
endmodule
==> ./run.sh <==
#!/bin/bash
# OpenROAD 26Q1-2900-gdf79404cd8, Yosys 0.63+post, stock flow scripts
make -C /OpenROAD-flow-scripts/flow DESIGN_CONFIG=/design/flow/config.mk WORK_HOME=/design/flow/orfs finish
==> ./config.mk <==
export PLATFORM = sky130hd
export DESIGN_NAME = ALU
export DESIGN_NICKNAME = ALU
export VERILOG_FILES = /design/flow/design.v
export SDC_FILE = /design/flow/constraint.sdc
export NUM_CORES = 4
export LEC_CHECK = 1
export CORE_UTILIZATION = 30
==> ./constraint.sdc <==
current_design ALU

set clk_period 1.2
set clk_io_pct 0.2

create_clock -name clk0 -period $clk_period

set non_clock_inputs [all_inputs -no_clocks]
set_input_delay [expr $clk_period * $clk_io_pct] -clock clk0 $non_clock_inputs
set_output_delay [expr $clk_period * $clk_io_pct] -clock clk0 [all_outputs]
==> GITHUB_STEP_SUMMARY <==
## Implementation flow summary

| Metric | Value |
|---|---|
| Status | `complete, no violations` |
| First-pass GRT wire length | `50.0 mm` |
| Tool warnings | `96` |
| DRC viols | `0` |
| DRT Pass-1 Iters | `7` |
| Number of global-route vias before repair | `8213` |
| FA/HA/MAJ Cells, Area Fraction | `0.157` |
| Place WS | `-810 ps` |
| Final Util | `0.359` |
| Area leader, netlist | `ha_1` |
| Wirelength per Cell | `21.3 um` |
| Slew margin rel. | `0.482` |
| # IOs | `102` |
| Hold_buf cts | `0` |
| Initial antenna violation count | `1` |
| Final worst slack | `57.4 ps` |
| Syn Std Cell Area | `7880 sq um` |
| Hold crit path type | `input pin to output pin` |
| Register pins left without a clock | `33` |
| Post-synthesis async set-or-reset flop share | `0` |
| Setup crit end kind | `output pin` |
| P_leak | `3.93 nW` |
| Kind of critical path | `input pin to output pin` |
| Crit path to | `OF` |
| Vias post-DR | `8997` |
| Final period util | `0.952` |
| Final GP Congestion | `1.05` |
| DRT antenna net count | `0` |
| Cell variety after synth | `83` |
| Ys flops | `33` |
| Drt first-iter violations | `782` |
| RSZ-0062 raised after global routing | `no` |
| Main logic family | `AND-OR/OR-AND gates` |
| Met2 usage in global routing | `0.386` |
| GR peak layer | `met2` |
| Peak fanout along the critical path | `2` |
| CP required | `960 ps` |
| YS chip area | `7880 sq um` |
| Fin. max-slew vios | `0` |
| Mux share | `0.112` |
| Overflow after GRT | `0` |
| Ratio of cells with drive above 1 in the final layout | `0.0630` |
| Endpoints left unconstrained | `66` |
| Final Hold Fails | `0` |
| Number of synthesized flops with an enable pin | `0` |
| GR Util met1 | `0.373` |
| Floorplan utilization | `0.309` |
| HPWL Detailed | `26.5 mm` |
| Largest net degree at the start of global routing | `60` |
| Xor/xnor share | `0.0278` |
| Yosys aoi share | `0.317` |
| Setup crit start kind | `input pin` |
| Ys flop type | `dlxtn_1` |
| Chip area | `26900 sq um` |
| Slew @ Worst Pin | `774 ps` |
| Dominant cell area share | `0.152` |
| Die height | `164 um` |
| Setup-failing EPs final | `0` |
| Top cells by area, synth | `ha_1, mux2i_1, nor2_1` |
| Min Clock Period, post-route | `1140 ps` |
| Fmax | `875 MHz` |
| Crit path DAT | `900 ps` |
| Drt via density | `5.79` |
| PortBufs | `102` |
| Total track usage | `0.248` |
| Pwr/cell area | `427 nW/um^2` |
| Met3 Use GR | `0.0317` |
| Site row count | `58` |
| Worst Setup SP | `B[31]` |
| Simple-Gate Area Share | `0.227` |
| # Cells Yosys | `1176` |
| Routed wire length | `33.1 mm` |
| Core area | `25500 sq um` |
| YS warnings | `1` |
| Peak VDD IR | `0.190 mV` |
| Syn Inst Count | `1176` |
| Die Span X | `164 um` |
| Syn avg cell area | `6.70 sq um` |
| Syn-to-layout area delta | `16.1%` |
| Max_cap viols | `0` |
sequential cells by signal (all words and copies together), names as in the netlist:
register  cells
F            32
C32           1
logic make-up after synthesis:
logic type      count (synthesis)
compound gates                370
xor+xnor                       25
fa+ha+maj                      98
buf+inv                       183
latches                        33
mux                            81
simple gates                  386
what timing repair did:
| action | 4_1_cts | 5_1_grt |
|---|---|---|
| setup endpoints to repair | 1 | 1 |
| setup buffers | 2 | 1 |
| pin swaps | 1 | 1 |
| resized | 16 | 2 |
report_power, final:
| part | internal, mW | switching [mW] |
|---|---|---|
| sequential | 0.132 | 0.0382 |
| clock | -0.000000000000170 | 0 |
| combinational | 1.52 | 2.22 |
how the worst min path moves through the flow:
| stage | from | end | depth (start not counted) |
|---|---|---|---|
| 5_1_grt | B[31] | OF | 5 |
| 6_report | A[31] | OF | 5 |
| 4_1_cts | A[31] | OF | 5 |
metal layers:
layer | vias up | wire [um]
met3 | 34 | 2530
li1 | 4368 | -
met4 | 0 | 561
met1 | 4220 | 15400
met5 | - | 0
met2 | 375 | 14600
cells in the mapped netlist, types with 8 or more instances:
cell type and number:
nor2_1 154, a21oi_1 105, ha_1 96, inv_1 95
nand2_1 77, mux2i_1 67, nor3_1 50, clkbuf_1 48
o21ai_0 47, dlxtn_1 33, a211oi_1 29, xnor2_1 23
nand3_1 20, nor4_1 20, o21bai_1 17, o21ai_1 16
a31oi_1 15, buf_2 15, a21o_1 12, a311oi_1 12
and3_1 11, buf_1 10, nand4_1 10, o211ai_1 9
o22ai_1 9, o31ai_1 9, a2111oi_0 8, mux2_2 8
nor2b_1 8
metrics by stage:
stage,hold WS [ps],setup TNS (ps),area (sq um),instances,power [mW]
after global routing,1020,0,9150,1553,4.27
final,984,0,9150,1554,3.91
after floorplan,913,0,7880,1176,2.61
after CTS,1060,0,9140,1552,3.86
after global placement,1630,-798,9100,1550,3.82
after detailed placement,1650,-810,9100,1550,3.82
layout by cell type (no fill, tap or decap), drive strengths merged, types with 6 or more instances in the layout:
cell	Yosys	routed
o21ai	64	64
nand3	20	20
o21bai	17	17
xnor2	23	23
mux2i	67	67
a21oi	109	109
or3	7	7
inv	101	101
mux2	9	9
a211oi	30	30
nand2b	7	7
a21o	12	12
and3	11	11
o22ai	9	9
nor3b	7	7
ha	96	96
nor2b	8	8
nor4	21	21
a2111oi	8	8
o221ai	6	6
o211ai	11	11
nor3	50	50
nor2	154	154
o31ai	9	9
nand4	10	10
a311oi	13	13
nand2	77	77
dlxtn	33	33
clkdlybuf4s50	0	95
o211a	6	6
a221oi	9	9
a31oi	15	15
buf	32	31
layout make-up:
class | count | area, sq um
well taps | 330 | 413
diodes | 1 | 2.50
fillers | 2644 | 16300
repair buffers | 127 | 1190
multi-input cells | 960 | 6660
inverters | 103 | 392
flip-flops and latches | 33 | 495
worst max-delay path: stages:
cell,delay (ps)
buf_6,80
inv_4,30
ha_4,270
xnor2_2,100
clkdlybuf4s15_1,180
Power is estimated from default activity; no workload was simulated.
